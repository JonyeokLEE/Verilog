===== /design/flow/config.mk =====
export PLATFORM = sky130hd
export DESIGN_NAME = shifter8
export DESIGN_NICKNAME = shifter8
export VERILOG_FILES = /design/flow/design.v
export SDC_FILE = /design/flow/constraint.sdc
export NUM_CORES = 4
export LEC_CHECK = 1
export CORE_AREA = 10 10 100 100
export DIE_AREA = 0 0 110 110

===== /design/flow/constraint.sdc =====
current_design shifter8

set clk_period 1.0
set clk_io_pct 0.2

create_clock -name clk0 -period $clk_period [get_ports {clk}]

set non_clock_inputs [all_inputs -no_clocks]
set_input_delay [expr $clk_period * $clk_io_pct] -clock clk0 $non_clock_inputs
set_output_delay [expr $clk_period * $clk_io_pct] -clock clk0 [all_outputs]

===== /design/flow/design.v =====
module _inv(a,y);  
	input a;
	output y;
	assign y=~a;
endmodule
module _nand2(a,b,y);  
	input a,b;
	output y;
	assign y=~(a&b);
endmodule
module _xor2(a,b,y);  
	input a, b;
	output y;
	wire inv_a, inv_b;
	wire w0, w1;
	_inv inv_1(.a(a), .y(inv_a));
	_inv inv_2(.a(b), .y(inv_b));
	_and2 and2_1(.a(inv_a), .b(b), .y(w0));
	_and2 and2_2(.a(a),.b(inv_b), .y(w1));
	_or2 or2_1(.a(w0), .b(w1),.y(y));
endmodule
module _and2(a,b,y);  
	input a,b;
	output y;
	assign y=a&b;
endmodule
module _and3(a,b,c,y);  
	input a,b,c;
	output y;
	assign y=a&b&c;
endmodule
module _and4(a,b,c,d,y);  
	input a,b,c,d;
	output y;
	assign y=a&b&c&d;
endmodule
module _and5(a,b,c,d,e,y);  
	input a,b,c,d,e;
	output y;
	assign y=a&b&c&d&e;
endmodule
module _or2(a,b,y);  
	input a,b;
	output y;
	assign y=a|b;
endmodule
module _or3(a,b,c,y);  
	input a,b,c;
	output y;
	assign y=a|b|c;
endmodule
module _or4(a,b,c,d,y);  
	input a,b,c,d;
	output y;
	assign y=a|b|c|d;
endmodule
module _or5(a,b,c,d,e,y);  
	input a,b,c,d,e;
	output y;
	assign y=a|b|c|d|e;
endmodule
module _inv_4bits(a,y);  
	input [3:0] a;
	output [3:0] y;
	assign y=~a;
endmodule
module _and2_4bits(a,b,y);  
	input [3:0] a,b;
	output [3:0] y;
	assign y=a&b;
endmodule
module _or2_4bits(a,b,y);  
	input [3:0] a,b;
	output [3:0] y;
	assign y=a|b;
endmodule
module _xor2_4bits(a,b,y);  
	input [3:0] a,b;
	output [3:0] y;
	_xor2 xor2_0(.a(a[0]), .b(b[0]), .y(y[0]));
	_xor2 xor2_1(.a(a[1]), .b(b[1]), .y(y[1]));
	_xor2 xor2_2(.a(a[2]), .b(b[2]), .y(y[2]));
	_xor2 xor2_3(.a(a[3]), .b(b[3]), .y(y[3]));
endmodule
module _xnor2_4bits(a,b,y);  
	input [3:0] a,b;
	output [3:0] y;
	wire [3:0] w0;
	_xor2_4bits xor2_4bits_0(.a(a), .b(b), .y(w0));
	_inv_4bits inv_4bits_0(.a(w0), .y(y));
endmodule
module _inv_32bits(a,y);  
	input [31:0] a;
	output [31:0] y;
	assign y=~a;
endmodule
module _and2_32bits(a,b,y);  
	input [31:0] a,b;
	output [31:0] y;
	assign y=a&b;
endmodule
module _or2_32bits(a,b,y);  
	input [31:0] a,b;
	output [31:0] y;
	assign y=a|b;
endmodule
module _xor2_32bits(a, b, y);  
	input [31:0] a, b;
	output [31:0] y;
	_xor2_4bits xor2_4_0(.a(a[3:0]), .b(b[3:0]), .y(y[3:0]));
	_xor2_4bits xor2_4_1(.a(a[7:4]), .b(b[7:4]), .y(y[7:4]));
	_xor2_4bits xor2_4_2(.a(a[11:8]), .b(b[11:8]), .y(y[11:8]));
	_xor2_4bits xor2_4_3(.a(a[15:12]), .b(b[15:12]), .y(y[15:12]));
	_xor2_4bits xor2_4_4(.a(a[19:16]), .b(b[19:16]), .y(y[19:16]));
	_xor2_4bits xor2_4_5(.a(a[23:20]), .b(b[23:20]), .y(y[23:20]));
	_xor2_4bits xor2_4_6(.a(a[27:24]), .b(b[27:24]), .y(y[27:24]));
	_xor2_4bits xor2_4_7(.a(a[31:28]), .b(b[31:28]), .y(y[31:28]));
endmodule
module _xnor2_32bits(a, b, y);  
	input [31:0] a, b;
	output [31:0] y;
	_xnor2_4bits xnor2_4_0(.a(a[3:0]), .b(b[3:0]), .y(y[3:0]));
	_xnor2_4bits xnor2_4_1(.a(a[7:4]), .b(b[7:4]), .y(y[7:4]));
	_xnor2_4bits xnor2_4_2(.a(a[11:8]), .b(b[11:8]), .y(y[11:8]));
	_xnor2_4bits xnor2_4_3(.a(a[15:12]), .b(b[15:12]), .y(y[15:12]));
	_xnor2_4bits xnor2_4_4(.a(a[19:16]), .b(b[19:16]), .y(y[19:16]));
	_xnor2_4bits xnor2_4_5(.a(a[23:20]), .b(b[23:20]), .y(y[23:20]));
	_xnor2_4bits xnor2_4_6(.a(a[27:24]), .b(b[27:24]), .y(y[27:24]));
	_xnor2_4bits xnor2_4_7(.a(a[31:28]), .b(b[31:28]), .y(y[31:28]));
endmodule
module ASR8(d_in, shamt, d_out);
	input [7:0] d_in;
	input [1:0] shamt;
	output [7:0] d_out;  
	mx4 mx4_7(.d0(d_in[7]), .d1(d_in[7]), .d2(d_in[7]), .d3(d_in[7]), .s(shamt), .y(d_out[7]));
	mx4 mx4_6(.d0(d_in[6]), .d1(d_in[7]), .d2(d_in[7]), .d3(d_in[7]), .s(shamt), .y(d_out[6]));
	mx4 mx4_5(.d0(d_in[5]), .d1(d_in[6]), .d2(d_in[7]), .d3(d_in[7]), .s(shamt), .y(d_out[5]));
	mx4 mx4_4(.d0(d_in[4]), .d1(d_in[5]), .d2(d_in[6]), .d3(d_in[7]), .s(shamt), .y(d_out[4]));
	mx4 mx4_3(.d0(d_in[3]), .d1(d_in[4]), .d2(d_in[5]), .d3(d_in[6]), .s(shamt), .y(d_out[3]));
	mx4 mx4_2(.d0(d_in[2]), .d1(d_in[3]), .d2(d_in[4]), .d3(d_in[5]), .s(shamt), .y(d_out[2]));
	mx4 mx4_1(.d0(d_in[1]), .d1(d_in[2]), .d2(d_in[3]), .d3(d_in[4]), .s(shamt), .y(d_out[1]));
	mx4 mx4_0(.d0(d_in[0]), .d1(d_in[1]), .d2(d_in[2]), .d3(d_in[3]), .s(shamt), .y(d_out[0]));  
endmodule
module LSL8(d_in, shamt, d_out);
	input [7:0] d_in;
	input [1:0] shamt;
	output [7:0] d_out;  
	mx4 mx4_7(.d0(d_in[7]), .d1(d_in[6]), .d2(d_in[5]), .d3(d_in[4]), .s(shamt), .y(d_out[7]));
	mx4 mx4_6(.d0(d_in[6]), .d1(d_in[5]), .d2(d_in[4]), .d3(d_in[3]), .s(shamt), .y(d_out[6]));
	mx4 mx4_5(.d0(d_in[5]), .d1(d_in[4]), .d2(d_in[3]), .d3(d_in[2]), .s(shamt), .y(d_out[5]));
	mx4 mx4_4(.d0(d_in[4]), .d1(d_in[3]), .d2(d_in[2]), .d3(d_in[1]), .s(shamt), .y(d_out[4]));
	mx4 mx4_3(.d0(d_in[3]), .d1(d_in[2]), .d2(d_in[1]), .d3(d_in[0]), .s(shamt), .y(d_out[3]));
	mx4 mx4_2(.d0(d_in[2]), .d1(d_in[1]), .d2(d_in[0]), .d3(0), .s(shamt), .y(d_out[2]));
	mx4 mx4_1(.d0(d_in[1]), .d1(d_in[0]), .d2(0), .d3(0), .s(shamt), .y(d_out[1]));
	mx4 mx4_0(.d0(d_in[0]), .d1(0), .d2(0), .d3(0), .s(shamt), .y(d_out[0]));  
endmodule
module LSR8(d_in, shamt, d_out);
	input [7:0] d_in;
	input [1:0] shamt;
	output [7:0] d_out;  
	mx4 mx4_7(.d0(d_in[7]), .d1(0), .d2(0), .d3(0), .s(shamt), .y(d_out[7]));
	mx4 mx4_6(.d0(d_in[6]), .d1(d_in[7]), .d2(0), .d3(0), .s(shamt), .y(d_out[6]));
	mx4 mx4_5(.d0(d_in[5]), .d1(d_in[6]), .d2(d_in[7]), .d3(0), .s(shamt), .y(d_out[5]));
	mx4 mx4_4(.d0(d_in[4]), .d1(d_in[5]), .d2(d_in[6]), .d3(d_in[7]), .s(shamt), .y(d_out[4]));
	mx4 mx4_3(.d0(d_in[3]), .d1(d_in[4]), .d2(d_in[5]), .d3(d_in[6]), .s(shamt), .y(d_out[3]));
	mx4 mx4_2(.d0(d_in[2]), .d1(d_in[3]), .d2(d_in[4]), .d3(d_in[5]), .s(shamt), .y(d_out[2]));
	mx4 mx4_1(.d0(d_in[1]), .d1(d_in[2]), .d2(d_in[3]), .d3(d_in[4]), .s(shamt), .y(d_out[1]));
	mx4 mx4_0(.d0(d_in[0]), .d1(d_in[1]), .d2(d_in[2]), .d3(d_in[3]), .s(shamt), .y(d_out[0]));  
endmodule
module _dff_r(clk, reset_n, d, q);
	input clk, reset_n, d;
	output q;
	reg q;  
	always @(posedge clk or negedge reset_n) begin  
	if(reset_n==0) q<=1'b0;
	else q<=d;
	end
endmodule
module _register8_r(clk, reset_n, d, q);
	input clk, reset_n;
	input [7:0] d;
	output [7:0] q;  
	_dff_r dff_0(.clk(clk), .reset_n(reset_n), .d(d[0]), .q(q[0]));
	_dff_r dff_1(.clk(clk), .reset_n(reset_n), .d(d[1]), .q(q[1]));
	_dff_r dff_2(.clk(clk), .reset_n(reset_n), .d(d[2]), .q(q[2]));
	_dff_r dff_3(.clk(clk), .reset_n(reset_n), .d(d[3]), .q(q[3]));
	_dff_r dff_4(.clk(clk), .reset_n(reset_n), .d(d[4]), .q(q[4]));
	_dff_r dff_5(.clk(clk), .reset_n(reset_n), .d(d[5]), .q(q[5]));
	_dff_r dff_6(.clk(clk), .reset_n(reset_n), .d(d[6]), .q(q[6]));
	_dff_r dff_7(.clk(clk), .reset_n(reset_n), .d(d[7]), .q(q[7]));  
endmodule
module cc_logic(op, shamt, d_in, d_out, d_next);
	input [2:0]op;
	input [1:0]shamt;
	input [7:0]d_in;
	input [7:0]d_out;
	output reg [7:0]d_next;  
	wire [7:0] d_lsl;
	wire [7:0] d_lsr;
	wire [7:0] d_asr;  
	parameter NOP=3'b000;
	parameter LOAD=3'b001;
	parameter LSL=3'b010;
	parameter LSR=3'b011;
	parameter ASR=3'b100;  
	always @(op, shamt, d_in, d_out, d_lsl, d_lsr, d_asr)
	begin
		case(op)
		NOP: d_next<=d_out;
		LOAD: d_next<=d_in;
		LSL: d_next<=d_lsl;
		LSR: d_next<=d_lsr;
		ASR: d_next<=d_asr;
		endcase  
	end
	LSL8 LSL8_0(d_out, shamt, d_lsl);
	LSR8 LSR8_0(d_out, shamt, d_lsr);
	ASR8 ASR8_0(d_out, shamt, d_asr);  
endmodule
module mx4(d0,d1,d2,d3,s,y);  
	input d0,d1,d2,d3;
	input [1:0]s;
	output y;  
	wire w0, w1;
	mx2 mx2_0(d0, d1, s[0], w0);
	mx2 mx2_1(d2, d3, s[0], w1);
	mx2 mx2_2(w0, w1, s[1], y);  
endmodule  
module shifter8(clk, reset_n, op, shamt, d_in, d_out);
	input clk, reset_n;
	input [2:0] op;
	input [1:0] shamt;
	input [7:0] d_in;
	output [7:0] d_out;  
	wire [7:0] d_next;  
	cc_logic cc_logic_0(.op(op), .shamt(shamt), .d_in(d_in), .d_out(d_out), .d_next(d_next));  
	_register8_r reg8_0(.clk(clk), .reset_n(reset_n), .d(d_next), .q(d_out));  
endmodule
module mx2(d0,d1,s,y);  
	input d0,d1,s;  
	output y;  
	wire sb;  
	wire w0,w1;  
	_inv iv0(s,sb);  
	_nand2 nd20(d0,sb,w0);  
	_nand2 nd21(d1,s,w1);  
	_nand2 nd22(w0,w1,y);  
endmodule  

===== /design/flow/run.sh =====
#!/bin/bash
# OpenROAD 26Q1-2900-gdf79404cd8, Yosys 0.63+post, stock flow scripts
make -C /OpenROAD-flow-scripts/flow DESIGN_CONFIG=/design/flow/config.mk WORK_HOME=/design/flow/orfs finish

==> run summary <==
Implementation summary

The flow ran to the end, and the final reports show no timing, DRC or antenna violations. The total vias in the final route is 995. For this run, asynchronously set or reset flops after synthesis account for roughly half. Final hold analysis gives a worst-case slack of 0.299 ns. The switching power total is 0.000333 W.

Looking at the clock tree report, the root buffer type is clkbuf_8. The DRC violations left is 0. The horizontal die size is 110 um.

The placement report lists the number of port buffers as 22. In this run the critical path is formed by clkdlybuf4s15_1. Together, buffers and inverters on the worst path number 1. The number of antenna violations at the first check in global routing is 0.

The path category of the worst min-delay check is in -> async. The row count is 32. The total tool warning count is 25.

The detailed placer reported the number of placed instances as 240. The count of cell types in the netlist is 41. According to the Yosys statistics, the synthesized design has a chip area of 0.00105 mm2. The internal power of the cells totals between 0.0008 and 0.0009 W. Synthesis handed over a netlist of 124 instances. The maximum fanout along the worst path is 2. The launching element type of the critical path is a flip-flop. The ratio of final minimum period to clock period is 96.1%. The maximum clock frequency is between 1 and 1.5 GHz.

The sum of overflow across all layers after global routing is 0. Per the post-route antenna check, the number of violating nets is 0. The tally of max-capacitance violations is 0. The critical path class is reg -> out.

Per the summary, power density relative to cell area is 821 mW/mm2. Timing analysis after detailed placement gives a worst setup slack of -0.0108 ns. The antenna cell count is 0. The worst pin sits at a relative slew slack of 39.3%.

The kind of cell with the highest combined delay along the critical path is flip-flops. In the post-route analysis, the smallest setup slack over all paths is 0.0393 ns. The analysis reports a worst IR drop on VDD of 0.270 mV. The final count of hold timing violations is 0. The power report puts the leakage power at 0.574 nW. The cell area after synthesis is 0.00105 mm2.

The number of max-slew violations in the final report is 0. In this run the standard cell core region covers 0.00781 mm2. In this design, the stage delay of the slowest critical-path cell is 0.37 ns. On the critical path, the stage with the largest delay is an instance of dfrtp_1. The synthesis stat section lists a flop and latch total of 16. The initial standard-cell utilization of the core is 13.5%. The number of buffers on the longest clock path is 2. Global routing used about 5.2% of the available tracks.

The number of buffers added by the clock tree synthesis step is 3. STA classifies the critical path endpoint as a primary output. The clock network burns 33.7% of the power. The first global-routing pass estimated 5.01 mm of wire. The detailed placement HPWL is 2.43 mm. TritonCTS built the clock tree. Of the cells placed in the final design, the portion with a size suffix greater than 1 is 18.5%. The signed area change from the synthesized netlist to the final layout is 34.6%. The net switching share of the total power is 28.6%.

The die covers 0.0121 mm2. In the log, the iteration count for the first detailed-route pass is 4. The floorplan step set the die height to about 110 um. The total detailed-routing wirelength is 3.13 mm. The predominant post-synthesis flop cell is dlxtn_1. CTS built an H-tree with a depth of 1. For this design, the CTS-stage hold fixing added 0 buffers. The timer found 8 register pins that no clock reaches; their paths are not timed. The worst path in the final design needs a cycle of 0.961 ns, including I/O delays and setup. On the reported timing paths, the clock transition at the registers reads approximately 0.050 ns. A synthesized cell averages 8.51 um2. The number of DRC markers in iteration 0 is 84. The yosys synthesis warning count is 14. In this run, synthesis inferred 0 flip-flops with an integrated enable.

Per the gpl log, the routability congestion estimate is around 0.83. The data arrival time reported for the critical path is 0.76 ns. The script logs the mean routed wire length per placed instance as about 13 um.

Setup repair after global routing left no endpoint under its margin. The portion of total power attributed to combinational logic is about a third. The share of total power dissipated in sequential elements is 33.0%. The core utilization of the finished layout is 18.2%. The transition time recorded at the tightest slew-check pin is 0.908 ns.

The via count of the first global-routing pass is 952. The number of cell instances after yosys synthesis is 124. From the final report, the count of setup violators was given as 0. The required time of the critical path is 0.80 ns. Per the detail_route report, vias per standard cell equal 4.01. For the final routed database, the setup TNS stands at 0 ns. The final instance count without filler cells is approximately 250. 16 endpoints have no timing constraint. The maximum number of pins on one net before global-route repair is 22. The top-level I/O count is 23.
[cell families (layout without fill, tap and decap cells)]
kind of cell              Yosys count  after routing  synth area share [%]
buffers and inverters              22             44                  12.8
and+or+nand+nor                    32             32                  18.0
muxes                              11             11                  11.9
DFF                                 8              8                  19.0
latches                             8              8                  11.4
AOI/OAI and AO/OA                  41             41                  25.3
xor gates and xnor gates            2              2                  1.66
[layout by cell type (no fill, tap or decap), types with 3 or more instances in the layout]
cell	count
buf_2	3
o21ai_0	8
clkdlybuf4s50_1	14
nand2_1	4
a21oi_1	11
mux2i_1	8
dlxtn_1	8
a31oi_1	4
nor2_1	9
dfrtp_1	8
a211oi_1	3
nor2b_1	6
buf_4	13
inv_1	5
clkdlybuf4s15_1	3
clkbuf_8	3
[Yosys cell counts, types with 2 or more instances]
library cell,number,area (um2)
a21oi_1,11,55.1
buf_4,9,67.6
nor2_1,9,33.8
dfrtp_1,8,200
dlxtn_1,8,120
mux2i_1,8,80.1
o21ai_0,8,40.0
buf_2,6,30.0
nor2b_1,6,37.5
inv_1,5,18.8
a31oi_1,4,25.0
nand2_1,4,15.0
a211oi_1,3,22.5
a211o_1,2,17.5
mux2_2,2,22.5
nand2b_1,2,12.5
nand3b_1,2,15.0
nor3b_1,2,15.0
nor4b_1,2,17.5
o22ai_1,2,12.5
[what timing repair did]
| action | CTS | global route |
|---|---|---|
| endpoints found under the setup margin | 8 | 3 |
| setup buffers | 4 | 1 |
| gates resized | 19 | 2 |
[sequential cells by signal, indices dropped and copies added, names as in the netlist]
| signal | cells |
|---|---|
| reg8_0.dff_7.q | 1 |
| reg8_0.dff_0.q | 1 |
| reg8_0.dff_1.q | 1 |
| reg8_0.dff_3.q | 1 |
| cc_logic_0.d_next | 8 |
| reg8_0.dff_6.q | 1 |
| reg8_0.dff_2.q | 1 |
| reg8_0.dff_4.q | 1 |
| reg8_0.dff_5.q | 1 |
[routing by layer]
| layer | up-vias | wire length, um | GRT usage, % |
|---|---|---|---|
| met5 | - | 0 | 0 |
| met4 | 0 | 0 | 0.279 |
| met3 | 0 | 351 | 2.59 |
| met2 | 32 | 1390 | 7.75 |
| met1 | 472 | 1390 | 7.04 |
| li1 | 491 | - | - |
[stage by stage]
step / cell area, um2 / power [W]
after CTS: 1420 / 0.00119
final: 1420 / 0.00117
after global placement: 1370 / 0.000778
after global routing: 1420 / 0.00126
after detailed placement: 1370 / 0.000776
after floorplan: 1050 / 0.000628
[worst max path at each step]
stage / startpoint / end / slack, ns / cells after the start
4_1_cts: reg8_0.dff_3.q / d_out[3] / 0.006 / 1
5_1_grt: reg8_0.dff_0.q / d_out[0] / 0.0007 / 1
6_report: reg8_0.dff_0.q / d_out[0] / 0.04 / 1
[power by group through the flow]
stage	clock (W)	combinational (W)	sequential, W
4_1_cts	0.000421	0.000388	0.000386
5_1_grt	0.000447	0.000430	0.000388
6_report	0.000393	0.000387	0.000385
[cell type report]
| class | instances | area (um2) |
|---|---|---|
| inverters | 5 | 18.8 |
| fillers | 874 | 6390 |
| multi-input cells | 86 | 599 |
| well taps | 102 | 128 |
| clock buffers | 3 | 41.3 |
| repair buffers | 36 | 313 |
| flip-flops and latches | 16 | 320 |
No activity file was given, so power comes from the tool's default toggle rates.
