==> design/flow/design.v <==
module _inv(a,y);  
	input a;
	output y;
	assign y=~a;
endmodule
module _nand2(a,b,y);  
	input a,b;
	output y;
	assign y=~(a&b);
endmodule
module _xor2(a,b,y);  
	input a, b;
	output y;
	wire inv_a, inv_b;
	wire w0, w1;
	_inv inv_1(.a(a), .y(inv_a));
	_inv inv_2(.a(b), .y(inv_b));
	_and2 and2_1(.a(inv_a), .b(b), .y(w0));
	_and2 and2_2(.a(a),.b(inv_b), .y(w1));
	_or2 or2_1(.a(w0), .b(w1),.y(y));
endmodule
module _and2(a,b,y);  
	input a,b;
	output y;
	assign y=a&b;
endmodule
module _and3(a,b,c,y);  
	input a,b,c;
	output y;
	assign y=a&b&c;
endmodule
module _and4(a,b,c,d,y);  
	input a,b,c,d;
	output y;
	assign y=a&b&c&d;
endmodule
module _and5(a,b,c,d,e,y);  
	input a,b,c,d,e;
	output y;
	assign y=a&b&c&d&e;
endmodule
module _or2(a,b,y);  
	input a,b;
	output y;
	assign y=a|b;
endmodule
module _or3(a,b,c,y);  
	input a,b,c;
	output y;
	assign y=a|b|c;
endmodule
module _or4(a,b,c,d,y);  
	input a,b,c,d;
	output y;
	assign y=a|b|c|d;
endmodule
module _or5(a,b,c,d,e,y);  
	input a,b,c,d,e;
	output y;
	assign y=a|b|c|d|e;
endmodule
module _inv_4bits(a,y);  
	input [3:0] a;
	output [3:0] y;
	assign y=~a;
endmodule
module _and2_4bits(a,b,y);  
	input [3:0] a,b;
	output [3:0] y;
	assign y=a&b;
endmodule
module _or2_4bits(a,b,y);  
	input [3:0] a,b;
	output [3:0] y;
	assign y=a|b;
endmodule
module _xor2_4bits(a,b,y);  
	input [3:0] a,b;
	output [3:0] y;
	_xor2 xor2_0(.a(a[0]), .b(b[0]), .y(y[0]));
	_xor2 xor2_1(.a(a[1]), .b(b[1]), .y(y[1]));
	_xor2 xor2_2(.a(a[2]), .b(b[2]), .y(y[2]));
	_xor2 xor2_3(.a(a[3]), .b(b[3]), .y(y[3]));
endmodule
module _xnor2_4bits(a,b,y);  
	input [3:0] a,b;
	output [3:0] y;
	wire [3:0] w0;
	_xor2_4bits xor2_4bits_0(.a(a), .b(b), .y(w0));
	_inv_4bits inv_4bits_0(.a(w0), .y(y));
endmodule
module _inv_32bits(a,y);  
	input [31:0] a;
	output [31:0] y;
	assign y=~a;
endmodule
module _and2_32bits(a,b,y);  
	input [31:0] a,b;
	output [31:0] y;
	assign y=a&b;
endmodule
module _or2_32bits(a,b,y);  
	input [31:0] a,b;
	output [31:0] y;
	assign y=a|b;
endmodule
module _xor2_32bits(a, b, y);  
	input [31:0] a, b;
	output [31:0] y;
	_xor2_4bits xor2_4_0(.a(a[3:0]), .b(b[3:0]), .y(y[3:0]));
	_xor2_4bits xor2_4_1(.a(a[7:4]), .b(b[7:4]), .y(y[7:4]));
	_xor2_4bits xor2_4_2(.a(a[11:8]), .b(b[11:8]), .y(y[11:8]));
	_xor2_4bits xor2_4_3(.a(a[15:12]), .b(b[15:12]), .y(y[15:12]));
	_xor2_4bits xor2_4_4(.a(a[19:16]), .b(b[19:16]), .y(y[19:16]));
	_xor2_4bits xor2_4_5(.a(a[23:20]), .b(b[23:20]), .y(y[23:20]));
	_xor2_4bits xor2_4_6(.a(a[27:24]), .b(b[27:24]), .y(y[27:24]));
	_xor2_4bits xor2_4_7(.a(a[31:28]), .b(b[31:28]), .y(y[31:28]));
endmodule
module _xnor2_32bits(a, b, y);  
	input [31:0] a, b;
	output [31:0] y;
	_xnor2_4bits xnor2_4_0(.a(a[3:0]), .b(b[3:0]), .y(y[3:0]));
	_xnor2_4bits xnor2_4_1(.a(a[7:4]), .b(b[7:4]), .y(y[7:4]));
	_xnor2_4bits xnor2_4_2(.a(a[11:8]), .b(b[11:8]), .y(y[11:8]));
	_xnor2_4bits xnor2_4_3(.a(a[15:12]), .b(b[15:12]), .y(y[15:12]));
	_xnor2_4bits xnor2_4_4(.a(a[19:16]), .b(b[19:16]), .y(y[19:16]));
	_xnor2_4bits xnor2_4_5(.a(a[23:20]), .b(b[23:20]), .y(y[23:20]));
	_xnor2_4bits xnor2_4_6(.a(a[27:24]), .b(b[27:24]), .y(y[27:24]));
	_xnor2_4bits xnor2_4_7(.a(a[31:28]), .b(b[31:28]), .y(y[31:28]));
endmodule
module cla4(a, b, ci, s, co);
	input [3:0] a, b;  
	input ci;  
	output [3:0] s;  
	output co;  
	wire [3:0] carry;  
	clb4 clb4_1 (.a(a), .b(b), .ci(ci), .c1(carry[0]), .c2(carry[1]), .c3(carry[2]), .co(co));
	fa_v2 fa_1 (.a(a[0]), .b(b[0]), .ci(ci), .s(s[0]));
	fa_v2 fa_2 (.a(a[1]), .b(b[1]), .ci(carry[0]), .s(s[1]));
	fa_v2 fa_3 (.a(a[2]), .b(b[2]), .ci(carry[1]), .s(s[2]));
	fa_v2 fa_4 (.a(a[3]), .b(b[3]), .ci(carry[2]), .s(s[3]));
endmodule
module clb4(a,b,ci,c1,c2,c3,co);
   input [3:0]a,b;
   input ci;  
   output c1,c2,c3,co;  
   wire [3:0] g,p;
   wire w0_c1;
   wire w0_c2, w1_c2;
   wire w0_c3, w1_c3, w2_c3;
   wire w0_co, w1_co, w2_co, w3_co;  
   _or2 pro_or0(a[0],b[0],p[0]);
   _or2 pro_or1(a[1],b[1],p[1]);
   _or2 pro_or2(a[2],b[2],p[2]);
   _or2 pro_or3(a[3],b[3],p[3]);
   _and2 gen_and0(a[0],b[0],g[0]);
   _and2 gen_and1(a[1],b[1],g[1]);
   _and2 gen_and2(a[2],b[2],g[2]);
   _and2 gen_and3(a[3],b[3],g[3]);
   _and2 c1_and0(p[0],ci,w0_c1);
   _or2 c1_or0(g[0],w0_c1, c1);
   _and2 c2_and0(p[1],g[0],w0_c2);
   _and3 c2_and1(p[1],p[0],ci, w1_c2);
   _or3 c2_or0(g[1], w0_c2, w1_c2, c2);
   _and2 c3_and0(p[2],g[1],w0_c3);
   _and3 c3_and1(p[2],p[1],g[0], w1_c3);
   _and4 c3_and2(p[2],p[1],p[0],ci,w2_c3);
   _or4 c3_or0(g[2],w0_c3, w1_c3, w2_c3, c3);
   _and2 co_and0(p[3],g[2],w0_co);
   _and3 co_and1(p[3],p[2],g[1], w1_co);
   _and4 co_and2(p[3],p[2],p[1],g[0],w2_co);
   _and5 co_and3(p[3],p[2],p[1],p[0],ci,w3_co);
   _or5 co_or0(g[3],w0_co,w1_co,w2_co,w3_co,co);
endmodule
module fa_v2(a, b, ci, s);  
	input a, b, ci;  
	output s;  
	wire w0;  
	_xor2 xor2_1(.a(a), .b(b), .y(w0));
	_xor2 xor2_2(.a(w0), .b(ci), .y(s));
endmodule
module cla32(a, b, ci, s, co);
   input [31:0] a, b;     
   input ci;             
   output [31:0] s;      
   output co;            
   wire c1, c2, c3, c4, c5, c6, c7;   
   cla4 U0_cla4(.a(a[3:0]), .b(b[3:0]), .ci(ci), .s(s[3:0]), .co(c1));
   cla4 U1_cla4(.a(a[7:4]), .b(b[7:4]), .ci(c1), .s(s[7:4]), .co(c2));
   cla4 U2_cla4(.a(a[11:8]), .b(b[11:8]), .ci(c2), .s(s[11:8]), .co(c3));
   cla4 U3_cla4(.a(a[15:12]), .b(b[15:12]), .ci(c3), .s(s[15:12]), .co(c4));
   cla4 U4_cla4(.a(a[19:16]), .b(b[19:16]), .ci(c4), .s(s[19:16]), .co(c5));
   cla4 U5_cla4(.a(a[23:20]), .b(b[23:20]), .ci(c5), .s(s[23:20]), .co(c6));
   cla4 U6_cla4(.a(a[27:24]), .b(b[27:24]), .ci(c6), .s(s[27:24]), .co(c7));
   cla4 U7_cla4(.a(a[31:28]), .b(b[31:28]), .ci(c7), .s(s[31:28]), .co(co));
endmodule
module cla_clk(clk, a, b, ci, s, co);  
	input clk;
	input [31:0] a, b;
	input ci;  
	output [31:0] s;
	output co;  
	reg [31:0] reg_a, reg_b;
	reg reg_ci;
	reg [31:0] reg_s;
	reg reg_co;  
	wire [31:0] wi_s;
	wire wi_co;  
	always @ (posedge clk)
	begin
		reg_co <= wi_co;
		reg_a <= a;
		reg_b <= b;
		reg_s <= wi_s;
		reg_ci <= ci;
	end  
	cla32 cla32withclk(.a(reg_a), .b(reg_b), .ci(reg_ci), .s(wi_s), .co(wi_co));
	assign s = reg_s;
	assign co = reg_co;  
endmodule
==> design/flow/run.sh <==
#!/bin/bash
# OpenROAD 26Q1-2900-gdf79404cd8, Yosys 0.63+post, stock flow scripts
make -C /OpenROAD-flow-scripts/flow DESIGN_CONFIG=/design/flow/config.mk WORK_HOME=/design/flow/orfs finish
==> design/flow/config.mk <==
export PLATFORM = sky130hd
export DESIGN_NAME = cla_clk
export DESIGN_NICKNAME = cla_clk
export VERILOG_FILES = /design/flow/design.v
export SDC_FILE = /design/flow/constraint.sdc
export NUM_CORES = 4
export LEC_CHECK = 1
export CORE_UTILIZATION = 50
==> design/flow/constraint.sdc <==
current_design cla_clk

set clk_period 7.5
set clk_io_pct 0.2

create_clock -name clk0 -period $clk_period [get_ports {clk}]

set non_clock_inputs [all_inputs -no_clocks]
set_input_delay [expr $clk_period * $clk_io_pct] -clock clk0 $non_clock_inputs
set_output_delay [expr $clk_period * $clk_io_pct] -clock clk0 [all_outputs]
==> run notes <==
fresh numbers from the pnr run: run status=finished, final reports clean, Post-synth seq share=0.4864, final hold violation count=0, first-pass GRT wire length=~9800 microns, WL per Instance=between 9 and 10 microns, FP Rows=32, Fillers=a little under 600, Max FO, Critical Path=1, P_sw=approximately 0.27 mW, Max-slew headroom=0.6703, YS warnings=1, wire length on met1=~2600 microns, switch share=0.2294, vias=between 2000 and 2500, Flop area=between 1500 and 2000 sq um, Worst VDD drop=between 0.1 and 0.15 mV, Mapped Cells=approximately 360, count of tool warnings=approximately 66, Hold-fix buffers, CTS=0, # Cells Yosys=approximately 360, share of layout cells above drive strength 1=0.07822, Setup Fix Bufs, Post-CTS=0, clock tree from TritonCTS=built, core box area=roughly 7800 sq um, logic area=1742 sq um, RSZ-0062 raised after global routing=no, internal cell power=0.8966 mW, IO buf count=98, routability cong.=0.7513, Setup Skew=0.009737 ns, Data arrival, critical path=1.14 ns, Final Cycle Share=0.3522, Top cell area share=0.4864, hold crit path type=register to register, count of library flops with an enable pin=0, die span in x=between 90 and 100 microns, WS Path Type=register to output port, Seq pwr share=0.515, clk root buf=clkbuf_8, Initial DRT Pass Iterations=4, Synth Cell Area=4034 sq um, worst-path cell chain=clkdlybuf4s50_1, overall power=roughly 1.2 mW, antenna viol nets, final=0, initial antenna violation count=0, Async SR Flop Fraction=0, largest net degree at the start of global routing=18, final instance area=between 5000 and 6000 sq um, Clk pwr share=0.294, Max clock buf depth=2, Area contributors post-synth=dfxtp_1, ha_1, inv_1, Post-synth regs=approximately 100, slowest stage cell, crit path=clkdlybuf4s50_1, required time worst endpoint=roughly 6.0 ns, R2R depth=10, top sig layer=met4, CP top delay family=buffers and inverters, CTS Buf Count=9, wire length on met3=between 300 and 400 microns, Die H=slightly above 90 microns, Main synth FF type=dfxtp_1, H-tree Lvls=3, TNS Setup=0 ns, Placed Area=about 5000 sq um, P_leak=about 2.6 nW, global route overflow=0, CP max stage delay=0.46 ns, ant diodes=0, Initial DRC Count=37, detailed placement HPWL=4539 microns, Final Util=0.6890, DRC errors left=0, clk sinks=~98, power per cell area=about 220 nW/um^2, Hold Crit Start=reg_b[22], worst-margin pin slew=about 0.49 ns, startpoint types=register, Late-Pin Clk Latency=0.35 ns, area delta synth->final=32.66%, io pins=roughly 99, Max-Cap Viols=0, max-slew violation count=0, routed wl met2=2659 microns, fmax=about 380 MHz, r2r endpoint=reg_s[25], All-Layer GR Usage=0.1518, crit path buf inv count=1, Vias/cell=4.337, CP endpoint kind=output port, Yosys cell types=39, post-synth top area cell=dfxtp_1, Hold EP=reg_s[22], CTS clk-pin slew, worst paths=0.09 ns, Mapped Avg Cell Area=roughly 11 sq um, r2r startpoint=reg_a[12], Total Wirelength=~5700 microns, chip area=8431 sq um, vias in the first global route=between 2000 and 2500, Reg2Reg Setup Slack=between 4 and 5 ns, Hold Path Depth=3, post-cts resize count=0, fp util=0.5193, Setup Viol. Count Final=0, Comb power frac=0.191, area reported by Yosys stat=~4000 sq um, Final min period=~2.6 ns
## metrics by stage
stage	instances	hold slack, ns	setup slack [ns]
after floorplan	359	0.5361	5.135
after global placement	559	0.5628	5.034
after detailed placement	559	0.5685	4.973
after CTS	575	0.5961	4.829
after global routing	575	0.6183	4.766
final	575	0.5900	4.858
## layer usage
layer,vias to the layer above,GRT usage
met5,-,0
met4,0,0.01563
met3,6,0.04304
met2,68,0.2569
met1,1102,0.2091
li1,1318,-
## flip-flops by register name, summed over array words and instances (netlist names)
register	flops
reg_ci	1
reg_s	32
reg_co	1
reg_a	32
reg_b	32
## cell type report
class | count | area share
clock buffers | 10 | 0.02572
clock inverters | 6 | 0.01333
inverters | 88 | 0.06173
multi-input cells | 173 | 0.3255
flip-flops and latches | 98 | 0.3666
well taps | 102 | 0.02385
repair buffers | 98 | 0.1833
## synth_stat cells, types with 2 or more instances
| library cell | instances |
|---|---|
| dfxtp_1 | 98 |
| inv_1 | 88 |
| ha_1 | 64 |
| a21oi_1 | 17 |
| xnor2_1 | 16 |
| nor2_1 | 11 |
| o21bai_1 | 10 |
| fa_1 | 8 |
| xor2_1 | 8 |
| nand2_1 | 3 |
| o31ai_1 | 3 |
| a21oi_2 | 2 |
| nand2b_1 | 2 |
| nor4_1 | 2 |
| o21ai_0 | 2 |
| or2_2 | 2 |
## tightest hold or removal path: cells and delay by family (launching register included)
family	cells	cell delay, ns
flip-flops	1	0.32
adder cells (fa/ha/maj)	1	0.12
XOR/XNOR	1	0.06
buffers and inverters	1	0.05
## cell families after synthesis
kind of cell	count (synthesis)	synth area share
DFF	98	0.4864
buffers and inverters	88	0.08189
adders and majority gates	72	0.2382
AOI/OAI and AO/OA	48	0.09771
and+or+nand+nor	29	0.04373
xor gates and xnor gates	24	0.05211
## how the worst max path moves through the flow
| stage | from | endpoint | cells after the start |
|---|---|---|---|
| 4_1_cts | reg_s[13] | s[13] | 1 |
| 5_1_grt | reg_s[14] | s[14] | 1 |
| 6_report | reg_s[14] | s[14] | 1 |
## power groups by stage
stage	Clock, mW	Sequential (mW)	Combinational [mW]
after CTS	0.359	0.600	0.226
after global routing	0.382	0.606	0.249
final	0.342	0.599	0.222
## cells in the final DEF, fill, tap and decap left out, drive strengths merged
cell,synthesis,final
nand2,3,3
a21boi,1,1
nor3b,1,1
o21ai,3,3
bufinv,0,1
clkdlybuf4s50,0,98
o31ai,5,5
a21oi,20,20
xor2,8,8
nor2b,3,3
xnor2,16,16
a21o,1,1
fa,8,8
a22o,1,1
o22ai,1,1
o31a,1,1
o21bai,11,11
clkinvlp,0,2
or4,2,2
nor2,11,11
dfxtp,98,98
a221oi,1,1
ha,64,64
inv,88,91
nor4,2,2
clkbuf,0,10
nor3,2,2
or2,2,2
o21a,1,1
or3,1,1
o41ai,1,1
o311ai,1,1
nand2b,2,2
No activity file was given, so power comes from the tool's default toggle rates.
