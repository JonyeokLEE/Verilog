--- flow/run.sh ---
#!/bin/bash
# OpenROAD 26Q1-2900-gdf79404cd8, Yosys 0.63+post, stock flow scripts
make -C /OpenROAD-flow-scripts/flow DESIGN_CONFIG=/design/flow/config.mk WORK_HOME=/design/flow/orfs finish
--- flow/config.mk ---
export PLATFORM = sky130hd
export DESIGN_NAME = alu32
export DESIGN_NICKNAME = alu32
export VERILOG_FILES = /design/flow/design.v
export SDC_FILE = /design/flow/constraint.sdc
export NUM_CORES = 4
export LEC_CHECK = 1
export CORE_UTILIZATION = 40
--- flow/constraint.sdc ---
current_design alu32

set clk_period 13.2
set clk_io_pct 0.2

create_clock -name clk0 -period $clk_period

set non_clock_inputs [all_inputs -no_clocks]
set_input_delay [expr $clk_period * $clk_io_pct] -clock clk0 $non_clock_inputs
set_output_delay [expr $clk_period * $clk_io_pct] -clock clk0 [all_outputs]
--- flow/design.v ---
module _inv(a,y);  
	input a;
	output y;
	assign y=~a;
endmodule
module _nand2(a,b,y);  
	input a,b;
	output y;
	assign y=~(a&b);
endmodule
module _xor2(a,b,y);  
	input a, b;
	output y;
	wire inv_a, inv_b;
	wire w0, w1;
	_inv inv_1(.a(a), .y(inv_a));
	_inv inv_2(.a(b), .y(inv_b));
	_and2 and2_1(.a(inv_a), .b(b), .y(w0));
	_and2 and2_2(.a(a),.b(inv_b), .y(w1));
	_or2 or2_1(.a(w0), .b(w1),.y(y));
endmodule
module _and2(a,b,y);  
	input a,b;
	output y;
	assign y=a&b;
endmodule
module _and3(a,b,c,y);  
	input a,b,c;
	output y;
	assign y=a&b&c;
endmodule
module _and4(a,b,c,d,y);  
	input a,b,c,d;
	output y;
	assign y=a&b&c&d;
endmodule
module _and5(a,b,c,d,e,y);  
	input a,b,c,d,e;
	output y;
	assign y=a&b&c&d&e;
endmodule
module _or2(a,b,y);  
	input a,b;
	output y;
	assign y=a|b;
endmodule
module _or3(a,b,c,y);  
	input a,b,c;
	output y;
	assign y=a|b|c;
endmodule
module _or4(a,b,c,d,y);  
	input a,b,c,d;
	output y;
	assign y=a|b|c|d;
endmodule
module _or5(a,b,c,d,e,y);  
	input a,b,c,d,e;
	output y;
	assign y=a|b|c|d|e;
endmodule
module _inv_4bits(a,y);  
	input [3:0] a;
	output [3:0] y;
	assign y=~a;
endmodule
module _and2_4bits(a,b,y);  
	input [3:0] a,b;
	output [3:0] y;
	assign y=a&b;
endmodule
module _or2_4bits(a,b,y);  
	input [3:0] a,b;
	output [3:0] y;
	assign y=a|b;
endmodule
module _xor2_4bits(a,b,y);  
	input [3:0] a,b;
	output [3:0] y;
	_xor2 xor2_0(.a(a[0]), .b(b[0]), .y(y[0]));
	_xor2 xor2_1(.a(a[1]), .b(b[1]), .y(y[1]));
	_xor2 xor2_2(.a(a[2]), .b(b[2]), .y(y[2]));
	_xor2 xor2_3(.a(a[3]), .b(b[3]), .y(y[3]));
endmodule
module _xnor2_4bits(a,b,y);  
	input [3:0] a,b;
	output [3:0] y;
	wire [3:0] w0;
	_xor2_4bits xor2_4bits_0(.a(a), .b(b), .y(w0));
	_inv_4bits inv_4bits_0(.a(w0), .y(y));
endmodule
module _inv_32bits(a,y);  
	input [31:0] a;
	output [31:0] y;
	assign y=~a;
endmodule
module _and2_32bits(a,b,y);  
	input [31:0] a,b;
	output [31:0] y;
	assign y=a&b;
endmodule
module _or2_32bits(a,b,y);  
	input [31:0] a,b;
	output [31:0] y;
	assign y=a|b;
endmodule
module _xor2_32bits(a, b, y);  
	input [31:0] a, b;
	output [31:0] y;
	_xor2_4bits xor2_4_0(.a(a[3:0]), .b(b[3:0]), .y(y[3:0]));
	_xor2_4bits xor2_4_1(.a(a[7:4]), .b(b[7:4]), .y(y[7:4]));
	_xor2_4bits xor2_4_2(.a(a[11:8]), .b(b[11:8]), .y(y[11:8]));
	_xor2_4bits xor2_4_3(.a(a[15:12]), .b(b[15:12]), .y(y[15:12]));
	_xor2_4bits xor2_4_4(.a(a[19:16]), .b(b[19:16]), .y(y[19:16]));
	_xor2_4bits xor2_4_5(.a(a[23:20]), .b(b[23:20]), .y(y[23:20]));
	_xor2_4bits xor2_4_6(.a(a[27:24]), .b(b[27:24]), .y(y[27:24]));
	_xor2_4bits xor2_4_7(.a(a[31:28]), .b(b[31:28]), .y(y[31:28]));
endmodule
module _xnor2_32bits(a, b, y);  
	input [31:0] a, b;
	output [31:0] y;
	_xnor2_4bits xnor2_4_0(.a(a[3:0]), .b(b[3:0]), .y(y[3:0]));
	_xnor2_4bits xnor2_4_1(.a(a[7:4]), .b(b[7:4]), .y(y[7:4]));
	_xnor2_4bits xnor2_4_2(.a(a[11:8]), .b(b[11:8]), .y(y[11:8]));
	_xnor2_4bits xnor2_4_3(.a(a[15:12]), .b(b[15:12]), .y(y[15:12]));
	_xnor2_4bits xnor2_4_4(.a(a[19:16]), .b(b[19:16]), .y(y[19:16]));
	_xnor2_4bits xnor2_4_5(.a(a[23:20]), .b(b[23:20]), .y(y[23:20]));
	_xnor2_4bits xnor2_4_6(.a(a[27:24]), .b(b[27:24]), .y(y[27:24]));
	_xnor2_4bits xnor2_4_7(.a(a[31:28]), .b(b[31:28]), .y(y[31:28]));
endmodule
module alu32(a, b, op, result, c, n, z, v);
	input [31:0] a, b;
	input [2:0] op;  
	output [31:0] result;
	output c, n, z, v;  
	wire [31:0] w_add_b;
	wire [31:0] w_not_a,w_not_b, w_and, w_or, w_xor, w_xnor, w_add;
	wire co_prev, co_add;  
	_inv_32bits inv_32_0 (.a(a), .y(w_not_a));  
	_inv_32bits inv_32_1 (.a(b), .y(w_not_b));  
	_and2_32bits and2_32_0 (.a(a), .b(b), .y(w_and));  
	_or2_32bits or2_32_0 (.a(a), .b(b), .y(w_or));  
	_xor2_32bits xor2_32_0 (.a(a), .b(b), .y(w_xor));  
	_xnor2_32bits xnor2_32_0 (.a(a), .b(b), .y(w_xnor));  
	mx2_32bits mx2_0 (.d0(b), .d1(w_not_b), .s(op[0]), .y(w_add_b));  
	mx8_32bits mx8_32bits (.a(w_not_a), .b(w_not_b), .c(w_and), .d(w_or), .e(w_xor), .f(w_xnor),
										.g(w_add), .h(w_add), .s2(op[2]), .s1(op[1]), .s0(op[0]), .y(result));  
	cla32_ov cla32_0 (.a(a), .b(w_add_b), .ci(op[0]), .s(w_add), .co_prev(co_prev), .co(co_add));  
	cal_flags32 getFlags (.op(op), .result(result), .co_add(co_add), .co_prev_add(co_prev), .c(c), .n(n), .z(z), .v(v));  
endmodule
module cal_flags32(op, result, co_add, co_prev_add, c, n, z, v);
	input [2:0] op;  
	input [31:0] result;  
	input co_add, co_prev_add;  
	output c, n, z, v;  
	assign c = (op[2:1] != 2'b11) ? 1'b0 : co_add;  
	assign n = result[31];  
	assign z = (result == 32'b0) ? 1'b1 : 1'b0;  
	assign v = (op[2:1] != 2'b11) ? 1'b0 : co_add ^ co_prev_add;  
endmodule
module cla32_ov(a, b, ci, s, co_prev, co);
	input [31:0] a, b;
	input ci;  
	output [31:0] s;
	output co_prev;
	output co;  
	wire c1, c2, c3, c4, c5, c6, c7;  
	cla4 cla4_0 (.a(a[3:0]), .b(b[3:0]), .ci(ci), .s(s[3:0]), .co(c1));
	cla4 cla4_1 (.a(a[7:4]), .b(b[7:4]), .ci(c1), .s(s[7:4]), .co(c2));
	cla4 cla4_2 (.a(a[11:8]), .b(b[11:8]), .ci(c2), .s(s[11:8]), .co(c3));
	cla4 cla4_3 (.a(a[15:12]), .b(b[15:12]), .ci(c3), .s(s[15:12]), .co(c4));
	cla4 cla4_4 (.a(a[19:16]), .b(b[19:16]), .ci(c4), .s(s[19:16]), .co(c5));
	cla4 cla4_5 (.a(a[23:20]), .b(b[23:20]), .ci(c5), .s(s[23:20]), .co(c6));
	cla4 cla4_6 (.a(a[27:24]), .b(b[27:24]), .ci(c6), .s(s[27:24]), .co(c7));
	cla4_ov cla4_ov_7 (.a(a[31:28]), .b(b[31:28]), .ci(c7), .s(s[31:28]), .c3(co_prev), .co(co));  
endmodule
module cla4(a, b, ci, s, co);
	input [3:0] a, b;  
	input ci;  
	output [3:0] s;  
	output co;  
	wire [3:0] carry;  
	clb4 clb4_1 (.a(a), .b(b), .ci(ci), .c1(carry[0]), .c2(carry[1]), .c3(carry[2]), .co(co));
	fa_v2 fa_1 (.a(a[0]), .b(b[0]), .ci(ci), .s(s[0]));
	fa_v2 fa_2 (.a(a[1]), .b(b[1]), .ci(carry[0]), .s(s[1]));
	fa_v2 fa_3 (.a(a[2]), .b(b[2]), .ci(carry[1]), .s(s[2]));
	fa_v2 fa_4 (.a(a[3]), .b(b[3]), .ci(carry[2]), .s(s[3]));
endmodule
module mx2_32bits(d0, d1, s, y);
	input [31:0] d0, d1;
	input s;  
	output [31:0] y;  
	assign y =( s==0 ) ? d0 : d1;  
endmodule
module mx8_32bits(a, b, c, d, e, f, g, h, s2, s1, s0, y);
	input [31:0] a, b, c, d, e, f, g, h;
	input s2, s1, s0;  
	output [31:0] y;  
	wire [31:0] w0, w1, w2, w3, w4, w5;  
	mx2_32bits mx2_32_0(.d0(a), .d1(b), .s(s0), .y(w0));
	mx2_32bits mx2_32_1(.d0(c), .d1(d), .s(s0),.y(w1));
	mx2_32bits mx2_32_2(.d0(e), .d1(f), .s(s0), .y(w2));
	mx2_32bits mx2_32_3(.d0(g), .d1(h), .s(s0),.y(w3));
	mx2_32bits mx2_32_4(.d0(w0), .d1(w1), .s(s1),.y(w4));
	mx2_32bits mx2_32_5(.d0(w2), .d1(w3), .s(s1),.y(w5));
	mx2_32bits mx2_32_6(.d0(w4), .d1(w5), .s(s2),.y(y));  
endmodule
module cla4_ov(a, b, ci, s, c3, co);
	input [3:0] a, b;  
	input ci;  
	output [3:0] s;  
	output c3, co;  
	wire [2:0] carry;  
	clb4 clb4_1 (.a(a), .b(b), .ci(ci), .c1(carry[0]), .c2(carry[1]), .c3(carry[2]), .co(co));
	fa_v2 fa_1 (.a(a[0]), .b(b[0]), .ci(ci), .s(s[0]));
	fa_v2 fa_2 (.a(a[1]), .b(b[1]), .ci(carry[0]), .s(s[1]));
	fa_v2 fa_3 (.a(a[2]), .b(b[2]), .ci(carry[1]), .s(s[2]));
	fa_v2 fa_4 (.a(a[3]), .b(b[3]), .ci(carry[2]), .s(s[3]));
	assign c3=carry[2];
endmodule  
module clb4(a,b,ci,c1,c2,c3,co);
   input [3:0]a,b;
   input ci;  
   output c1,c2,c3,co;  
   wire [3:0] g,p;
   wire w0_c1;
   wire w0_c2, w1_c2;
   wire w0_c3, w1_c3, w2_c3;
   wire w0_co, w1_co, w2_co, w3_co;  
   _or2 pro_or0(a[0],b[0],p[0]);
   _or2 pro_or1(a[1],b[1],p[1]);
   _or2 pro_or2(a[2],b[2],p[2]);
   _or2 pro_or3(a[3],b[3],p[3]);
   _and2 gen_and0(a[0],b[0],g[0]);
   _and2 gen_and1(a[1],b[1],g[1]);
   _and2 gen_and2(a[2],b[2],g[2]);
   _and2 gen_and3(a[3],b[3],g[3]);
   _and2 c1_and0(p[0],ci,w0_c1);
   _or2 c1_or0(g[0],w0_c1, c1);
   _and2 c2_and0(p[1],g[0],w0_c2);
   _and3 c2_and1(p[1],p[0],ci, w1_c2);
   _or3 c2_or0(g[1], w0_c2, w1_c2, c2);
   _and2 c3_and0(p[2],g[1],w0_c3);
   _and3 c3_and1(p[2],p[1],g[0], w1_c3);
   _and4 c3_and2(p[2],p[1],p[0],ci,w2_c3);
   _or4 c3_or0(g[2],w0_c3, w1_c3, w2_c3, c3);
   _and2 co_and0(p[3],g[2],w0_co);
   _and3 co_and1(p[3],p[2],g[1], w1_co);
   _and4 co_and2(p[3],p[2],p[1],g[0],w2_co);
   _and5 co_and3(p[3],p[2],p[1],p[0],ci,w3_co);
   _or5 co_or0(g[3],w0_co,w1_co,w2_co,w3_co,co);
endmodule
module fa_v2(a, b, ci, s);  
	input a, b, ci;  
	output s;  
	wire w0;  
	_xor2 xor2_1(.a(a), .b(b), .y(w0));
	_xor2 xor2_2(.a(w0), .b(ci), .y(s));
endmodule
==> results.py <==
# Generated from Yosys and OpenROAD reports
metrics = {
    "critical_path": {
        "cp_cell_sequence": "buf_4, buf_4, xor2_1, inv_1, ha_1, or3_1, a31oi_1, nor2_1, a2111oi_0, nor2_1, nor2_1, nor2_1, fa_1, nand2_1, o211ai_1, o21ai_0, nor3_1, nand4b_1, a2111oi_2, or4b_1, or4_1, or4_1, nor4_2, clkdlybuf4s50_1",
        "cp_common_cell": "nor2_1",
        "crit_type": "in2out",
        "crit_slowest_cell": "a2111oi_0",
        "cp-end-kind": "output port",
        "startpoint_type": "input port",
        "path_buffers": 4,
        "slowest_delay_ns": 0.77,
        "cp_data_arrival_time_ns": 9.46,
        "critPathRequiredTime_ns": 10.56,
        "crit_fanout": 37,
        "crit_family": "simple AND/OR/NAND/NOR gates",
    },
    "floorplan": {
        "rows": 41,
        "die_area_um2": 13770,
        "core-area_um2": 12770,
        "initCoreUtil": 0.4165,
        "die_x_um": 117.3,
        "ios": 103,
        "fp.dieH_um": 117.3,
    },
    "global_route": {
        "grt_use_total": 0.1909,
        "grt_pass1_wl_mm": 21.48,
        "grt-ovfl-total": 0,
        "grt_pass1_vias": 4392,
        "antenna_found_initial": 0,
        "grt_max_degree": 45,
    },
    "final_layout": {
        "instances_no_fill": 904,
        "register_area_um2": 0,
        "fillers": 1130,
        "final_core_util": 0.5062,
        "flop-count": 0,
        "layout-drive-gt1-share": 0.07104,
        "area_growth_pct": 21.54,
        "nClkBuffers": 0,
    },
    "cts": {
        "post_cts_resized": 0,
        "hold_buffers": 0,
        "cts_setup_buffers": 0,
    },
    "placement": {
        "place.detailed.hpwl_mm": 10.51,
        "pre_cts_slack_ns": 1.076,
        "dp.cells": 904,
        "gp_congestion": 0.8507,
        "port-buffer-count": 103,
    },
    "routing": {
        "firstDrtPassIters": 4,
        "drtIter0Drc": 216,
        "routed_wirelength_mm": 12.65,
        "via_per_inst": 5.081,
        "vias": 4593,
        "route.detailed.drc": 0,
        "wl_per_cell_um": 13.99,
        "num_antenna_cells": 0,
        "ant_nets": 0,
    },
    "final_timing": {
        "tightest_slew_ns": 0.8497,
        "rsz0062_at_grt": "no",
        "fin_crit_ns": 12.10,
        "hold-worst-slack_ns": 6.302,
        "slew_headroom": 0.4189,
        "fmaxAchievable_mhz": 82.62,
        "period_used_share": 0.9169,
        "setup_ws_ns": 1.097,
        "finalHoldViolCount": 0,
        "tns_ns": 0,
        "slew_violations": 0,
        "setup_viol": 0,
    },
    "pwr": {
        "cellLeakagePower_nw": 3.150,
        "powerDensity_nw_per_um2": 42.74,
        "switching_share": 0.4811,
        "seq_power_share": 0,
        "share_comb_of_total_power": 1.000,
        "clkPwrFrac": 0,
        "netSwitchingPower_mw": 0.1330,
        "vdd_ir_drop_max_v": 0.00001951,
        "intPower_mw": 0.1434,
    },
    "yosys": {
        "synth_seq_share": 0,
        "synth.top_cell.area_share": 0.2987,
        "ys_sh_mux": 0.1653,
        "syn_avg_cell_area_um2": 8.160,
        "synth_stat.cells": 652,
        "logic_family": "adder cells",
        "simple_gate_area_frac": 0.1214,
        "top_area_cell": "ha_1",
        "syn_area_um2": 5320,
        "yosysMostFrequentCell": "inv_1",
        "synth_cells": 652,
        "area_leaders": "ha_1 (30%), mux4_2 (12%), inv_1 (9.9%)",
        "top_cells_by_count": "inv_1 (141), ha_1 (127), xor2_1 (54)",
        "yosys_warnings": 0,
        "ys_sh_adder": 0.3250,
        "synthXorXnorAreaFrac": 0.1282,
        "synth_cell_types": 64,
        "yosys_area_um2": 5320,
        "ys_sh_aoi": 0.1348,
    },
    "run": {
        "warning_count": 102,
        "drv_cap": 0,
    },
    "min_path": {
        "hold_class": "in2out",
    },
    "run_status": {
        "status": "finished clean",
    },
}
metal layers:
layer	vias up	part of all wire	track usage
met5	-	0	0
met4	0	0.0045	0.008929
met3	4	0.040	0.009425
met2	102	0.45	0.3077
met1	2124	0.51	0.2992
li1	2363	-	-
worst paths after layout:
path | slack [ns] | endpoint | depth (start not counted) | start
setup / recovery | 1.10 | z | 24 | op[0]
hold / removal | 6.30 | result[0] | 5 | op[0]
cells in the final DEF (no fill, tap or decap), types with 9 or more instances in the layout:
cell type,synthesis,final
a21oi_1,16,16
clkdlybuf4s50_1,0,101
ha_1,127,127
inv_1,141,141
mux2i_1,20,20
mux4_2,29,29
nand2_1,19,19
nor2_1,36,36
nor3_1,9,9
o211ai_1,12,12
o21ai_0,19,19
or3_1,10,10
xnor2_1,22,22
xor2_1,54,54
power by group through the flow:
stage         logic, mW  registers (mW)  clock network [mW]
finish            0.276               0                   0
global route      0.311               0                   0
CTS               0.280               0                   0
per-stage QoR:
step                power (mW)  cell area [um^2]
detailed placement      0.2773              6466
global route            0.3110              6466
CTS                     0.2796              6466
floorplan               0.1737              5320
global placement        0.2755              6466
finish                  0.2764              6466
area by class of cell:
class	count	area, um^2	area share
Inverter	141	529.3	0.08185
Timing Repair Buffer	109	1069	0.1652
Multi-Input combinational cell	482	4653	0.7196
Tap cell	172	215.2	0.03328
cell families after synthesis:
kind of cell | count (synthesis)
buf+inv | 170
fa+ha+maj | 134
simple gates | 120
compound gates | 101
xor+xnor | 77
mux | 50
Power is estimated from default activity; no workload was simulated.
